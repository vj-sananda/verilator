### flow/design.v
module fifo ( 
   full, empty, dataout,
   clk, rst, push, pop, datain
   );
   parameter width=8;
   parameter depth=4;
   parameter log2depth=2;
   input     clk,rst;
   input     push,pop;
   input [width-1:0] datain;
   output    full,empty;
   output [width-1:0] dataout;
   reg [width-1:0]    mem[0:depth-1];
   reg [log2depth-1:0]  rd_ptr,wr_ptr;
   reg [log2depth:0] 	cnt ,cnt_w ;
   reg 			full, empty;
   always @(posedge clk)
     if (rst)
       begin
	  cnt <= 0;
	  rd_ptr <=0 ;
	  wr_ptr <=0 ;
       end
     else
       begin
	  cnt <= cnt_w;
	  if (push)
	    begin
	       mem[wr_ptr] <= datain;
	       wr_ptr <= wr_ptr + 1;
	    end
	  if (pop)
	    rd_ptr <= rd_ptr + 1 ;
       end  
   always @*
     case({push,pop})
       2'b00,2'b11:begin
	  cnt_w = cnt ;
	  full = (cnt_w == depth);
	  empty = (cnt_w == 0);
       end
       2'b10: begin
	  cnt_w = cnt + 1;
	  full = (cnt_w == depth);
	  empty = 0;
       end
       2'b01: begin
	  cnt_w = cnt - 1;
	  full = 0;
	  empty = (cnt_w == 0);
       end
     endcase  
   wire [width-1:0]	       dataout = mem[rd_ptr] ;
endmodule  
### flow/run.sh
#!/bin/bash
# OpenROAD 26Q1-2900-gdf79404cd8, Yosys 0.63+post, stock flow scripts
make -C /OpenROAD-flow-scripts/flow DESIGN_CONFIG=/design/flow/config.mk WORK_HOME=/design/flow/orfs finish
### flow/config.mk
export PLATFORM = sky130hd
export DESIGN_NAME = fifo
export DESIGN_NICKNAME = fifo
export VERILOG_FILES = /design/flow/design.v
export SDC_FILE = /design/flow/constraint.sdc
export NUM_CORES = 4
export LEC_CHECK = 1
export CORE_AREA = 10 10 107 107
export DIE_AREA = 0 0 117 117
### flow/constraint.sdc
current_design fifo

set clk_period 2.1
set clk_io_pct 0.2

create_clock -name clk0 -period $clk_period [get_ports {clk}]

set non_clock_inputs [all_inputs -no_clocks]
set_input_delay [expr $clk_period * $clk_io_pct] -clock clk0 $non_clock_inputs
set_output_delay [expr $clk_period * $clk_io_pct] -clock clk0 [all_outputs]
==> flow_summary.yaml <==
# yosys + openroad results
drt:
  routedWlPerCell_um: 11.8
  remaining_drc_errors: 0
  post_drt_via_cell_ratio: 3.68
  route.met3.wl_um: 297
  antenna_cells: 0
  routed_wl_um: 3130
  ant_nets: 0
  wl_met2_um: 1490
  vias: 976
  highest_layer: "met4"
  first_pass_iters: 2
  met1_length_um: 1280
  initialDrtViolationCount: 32
min_path:
  hold_class: "flop to flop"
cts:
  path_clk_slew_ns: 0.08
  clkSinkCount: 41
  cts_buffers: 5
  cts_tree: "done"
  cts.hold.buffers_added: 0
  h-tree-depth: 2
  root_buffer: "clkbuf_8"
  clock_latency_ns: 0.29
  clockBufferDepth: 2
critical_path:
  critPathBufInv: 3
  critical_path_class: "flop to output pin"
  crit_arrival_ns: 1.62
  reg2reg_slack_ns: 0.75
  endpoint: "dataout[3]"
  cp-start-kind: "flop"
  cp_max_fo: 7
  crit_chain: "buf_12 -> buf_4 -> mux4_2 -> dlygate4sd2_1"
  cpMaxStageDelayCell: "mux4_2"
  r2r_end: "cnt[2]"
  cp.required_ns: 1.68
  reg2regPathDepth: 7
  rr_startpoint: "cnt[0]"
  worstSetupEndpointType: "output pin"
  cp_top_family: "multiplexers"
  cp.depth: 4
  cp_slowest_stage_delay_ns: 0.51
yosys:
  ys_cells: 104
  synth_seq_share_pct: 66.1
  postSynthCellCount: 104
  yosysChipArea_um2: 1730
  synth.cell_area_um2: 1730
  ys_warn_count: 1
  ys_ff: 41
  syn_area_per_cell_um2: 16.6
  synth_cell_types: 25
pwr:
  leakagePower_nw: 0.881
  vdd_drop_max_mv: 0.247
  power_mw: 1.76
  power.density_nw_per_um2: 729
floorplanning:
  chipArea_um2: 13700
  dieWidth_um: 117
  die_h_um: 117
  rows: 35
  core_um2: 9200
  io_pins: 22
  fp-utilization_pct: 18.8
final_timing:
  fin_skew_ns: 0.00868
  fin_crit_ns: 2.04
  relSlewSlack_pct: 84.8
  worst_pin_slew_ns: 0.228
  final_max_slew_viol_count: 0
  finalClockPeriodUsage_pct: 96.9
  hold_viol: 0
  max_freq_mhz: 491
  whs_ns: 0.533
  setup_viol: 0
placement:
  placed_area_um2: 2230
  dp_hpwl_um: 2230
  dp.cells: 249
  gp_congestion: 0.835
  numPortBuffers: 21
layout:
  finalNonFillerCells: 265
  syn_to_final_growth_pct: 39.5
  fin_util_pct: 26.2
  drive_gt1_share_pct: 35.1
  design_area_um2: 2410
global_routing:
  antenna_found_initial: 0
  grt_pass1_vias: 1039
  grt_pass1_wl_um: 5090
  grt_use_total_pct: 4.82
  grt.overflow.total: 0
  grt_max_degree: 16
status:
  outcome: "finished, final reports clean"
flow_run:
  warning_count: 33
  maxCapViolCount: 0
==> metal layers <==
metal,GRT usage [%],vias up
met5,0,-
met4,1.07,0
met3,2.27,2
met2,7.46,24
met1,6.08,469
li1,-,481
==> sequential cells by signal, indices dropped and copies added (netlist names), named ones only <==
signal	flops
wr_ptr	2
rd_ptr	2
mem	32
cnt	3
==> repair_timing <==
action,4_1_cts,5_1_grt
resized,23,3
buffers inserted,3,5
pin swaps,2,3
endpoints found under the setup margin,10,4
==> area by class of cell <==
class	instances	area [um^2]
fill	941	6790
sequential	41	1140
multi-input combinational	51	549
timing repair buffer	47	454
tap	111	139
clock buffer	5	68.8
inverter	7	26.3
clock inverter	3	25.0
==> cell usage after synthesis, drive strengths merged <==
| cell | instances | share of area, % |
|---|---|---|
| edfxtp | 32 | 56 |
| ha | 10 | 7.3 |
| dfxtp | 9 | 10 |
| nor2 | 9 | 2.0 |
| mux4 | 8 | 10 |
| inv | 7 | 1.5 |
| and2 | 4 | 1.5 |
| buf | 4 | 2.2 |
| xor2 | 3 | 1.5 |
| mux2i | 2 | 1.2 |
| o21ai | 2 | 0.58 |
| xnor2 | 2 | 1.0 |
| a211oi | 1 | 0.44 |
| a21oi | 1 | 0.29 |
| a31o | 1 | 0.51 |
| a32oi | 1 | 0.51 |
| clkbuf | 1 | 0.22 |
| nand2 | 1 | 0.22 |
| nand3b | 1 | 0.44 |
| nand4 | 1 | 0.36 |
| nor2b | 1 | 0.36 |
| nor4b | 1 | 0.51 |
| o32ai | 1 | 0.51 |
| or3 | 1 | 0.36 |
==> through the flow <==
step           worst slack (ns)   TNS, ns
6_report                 0.0642         0
4_1_cts                  -0.124    -0.124
5_1_grt                -0.00165  -0.00165
2_1_floorplan             0.346         0
3_3_place_gp             -0.503     -1.01
3_5_place_dp             -0.552     -1.07
==> worst min path at each step <==
stage                     start        end  depth (start not counted)
after CTS             rd_ptr[1]  rd_ptr[1]                          2
final                 rd_ptr[1]  rd_ptr[1]                          2
after global routing  wr_ptr[0]  wr_ptr[0]                          2
==> worst min-delay path: cells and delay by family, from the launching register on <==
family           cells  cell delay (ns)
flip-flops           1             0.34
XOR/XNOR             1             0.06
AND/OR/NAND/NOR      1             0.10
==> power breakdown <==
part | leakage (nW) | switching, mW | total [mW] | internal, mW
sequential | 0.366 | 0.0176 | 0.929 | 0.911
combinational | 0.471 | 0.116 | 0.306 | 0.190
clock | 0.0447 | 0.281 | 0.521 | 0.240
==> placed cells by master (no fill, tap or decap), types with 2 or more instances in the layout <==
master / count
and2_1: 4
buf_12: 5
buf_4: 21
clkbuf_8: 5
clkdlybuf4s50_1: 9
dfxtp_1: 6
dfxtp_2: 3
dlygate4sd2_1: 9
edfxtp_1: 32
ha_1: 7
ha_4: 2
inv_1: 4
inv_2: 3
mux2i_1: 2
mux4_2: 8
nor2_1: 9
xnor2_1: 2
xor2_1: 3
==> cells by family (layout without fill, tap and decap cells) <==
logic type / Yosys count / in the layout / share of synthesized area (%)
DFF: 41 / 41 / 66.1
and+or+nand+nor: 19 / 19 / 5.66
buffers and inverters: 12 / 62 / 3.99
adders and majority gates: 10 / 10 / 7.25
muxes: 10 / 10 / 11.6
AOI/OAI and AO/OA: 7 / 7 / 2.83
xor gates and xnor gates: 5 / 5 / 2.54
Power is estimated from default activity; no workload was simulated.
